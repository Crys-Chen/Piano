==> /design/flow/design.v <==
module Clkdiv (
    input CP_100MHz,
    input clr,
    output CP_25MHz,
    output reg CP_20ms,
    output reg CP_rhythm,  
    output CP_381Hz
); 
    parameter N=9999_9999;
    reg[1:0] count1;
    reg[31:0] count2;
    reg[31:0] count3;
    reg[23:0] count4;
    always @(posedge CP_100MHz, posedge clr) begin
        if(clr==1)
            count1<=0;
        else count1<=count1+1;
    end
    assign CP_25MHz=count1[1];
    always @(posedge CP_100MHz) begin
        CP_20ms<=0;
        if(count2<N/50)
            count2<=count2+1;
        else begin
            count2<=0;
            CP_20ms<=1;
        end
    end
    always @(posedge CP_100MHz) begin
        CP_rhythm<=0;
        if(count3<N/3)
            count3<=count3+1;
        else begin
            count3<=0;
            CP_rhythm<=1;
        end
    end
    always@(posedge CP_100MHz) begin  
        count4<=count4+1;
    end
    assign CP_381Hz=count4[17];  
endmodule
==> /design/flow/run.sh <==
#!/bin/bash
# OpenROAD 26Q1-2900-gdf79404cd8, Yosys 0.63+post, stock flow scripts
make -C /OpenROAD-flow-scripts/flow DESIGN_CONFIG=/design/flow/config.mk WORK_HOME=/design/flow/orfs finish
==> /design/flow/config.mk <==
export PLATFORM = sky130hd
export DESIGN_NAME = Clkdiv
export DESIGN_NICKNAME = Clkdiv
export VERILOG_FILES = /design/flow/design.v
export SDC_FILE = /design/flow/constraint.sdc
export NUM_CORES = 4
export LEC_CHECK = 1
export CORE_UTILIZATION = 40
==> /design/flow/constraint.sdc <==
current_design Clkdiv

set clk_period 5.2
set clk_io_pct 0.2

create_clock -name clk0 -period $clk_period [get_ports {CP_100MHz}]

set non_clock_inputs [all_inputs -no_clocks]
set_input_delay [expr $clk_period * $clk_io_pct] -clock clk0 $non_clock_inputs
set_output_delay [expr $clk_period * $clk_io_pct] -clock clk0 [all_outputs]
==> results.tsv <==
metric	value	unit
crit path time final	2200	ps
setup violators final	0	
Via-to-Cell Ratio	4.58	
Synth Seq Share	51.3	%
CTS Root Buffer Type	clkbuf_8	
antenna cells	0	
fill cell count	747	
Global Route Usage Sum	12.8	%
I/O pin total	6	
Routed Antenna Nets	0	
first-pass GRT wire length	9.00	mm
Yosys chip area	0.00337	mm^2
routability congestion estimate	0.816	
Top cells by area	dfxtp_1, xnor2_1, xor2_1	
Setup crit start kind	flop	
Hold-fix buffers, CTS	0	
Hold Vio Cnt, Final	0	
r2r startpoint	count3[0]$_SDFF_PP0_	
Pins Over Slew Limit	0	
Post-synth EDFFs	0	
synthesis-to-layout area growth	12.8	%
WHS Path Cells	1	
Synth top cell by count	dfxtp_1	
Starting DRT DRC Count	77	
pin count of the biggest net entering global routing	20	
asr flop ratio synth	2.33	%
#FFs+latches synth	86	
initial antenna violation count	0	
number of library cell types mapped by synthesis	39	
leakage	1.30	nW
Detailed Place HPWL	3.23	mm
RSZ-0062 raised after global routing	false	
buffer and inverter count on the worst path	1	
min-delay src	count4[0]$_DFF_P_	
Least-Margin Pin Slew	693	ps
clock skew	8.94	ps
final hold slack	419	ps
clk buf depth	2	
outcome	finished, final reports clean	
Clock Latency Late Sink	350	ps
# Cells Yosys	346	
post-CTS resize count	0	
CP Max Fanout	2	
fp util	41.3	%
area leader, netlist	dfxtp_1	
Pwr Density	306	mW/mm^2
period utilization	42.4	%
Die Span Y	93.8	um
Hold WC Path Type	flop to flop	
port bufs	5	
DIE WIDTH	93.8	um
setup TNS	0	ps
wire per inst	9.77	um
core footprint	0.00818	mm^2
crit-path cells	clkdlybuf4s50_1	
Synth Flop Type	dfxtp_1	
die area	0.00880	mm^2
# Max-Cap Violations	0	
commonest cells in the netlist	dfxtp_1, nor2_1, nand2_1	
post-synth top area share	49.9	%
YS warnings	1	
Arr. time, crit path	1160	ps
std cell rows	33	
Num CTS Buffers	9	
DRC Markers	0	
r2r endpoint	count3[10]$_SDFF_PP0_	
via count	2220	
Sink Count	86	
number of detailed-route iterations in the first pass	4	
Fmax	454	MHz
CP max stage delay	470	ps
number of global-route vias before repair	2072	
worst reg2reg path depth	8	
Worst-path clk slew	90	ps
share of cells above drive strength 1	12.4	%
crit-path leading delay family	buffers and inverters	
Worst Setup End Kind	output pin	
Total Wirelength	4.74	mm
slowest CP cell	clkdlybuf4s50_1	
CP required	4160	ps
Worst R2R Setup Slack	3000	ps
grt total ovfl	0	
postcts setup bufs	0	
Synth Cell Area	0.00337	mm^2
hold endpoint	count4[0]$_DFF_P_	
worst vdd ir	127	uV
Cells after Synth	346	
relative slew slack	53.7	%
CTS tree	yes	
type of the worst setup path	flop to output pin	
htree depth	3	
syn avg cell area	9.75	um^2
tool warning count	26	
==> cell type report <==
class                      instances  area, um^2  share of cell area, %
clock buffer                      11         151                   3.98
clock inverter                     5        63.8                   1.68
inverter                          13        48.8                   1.28
multi-input combinational        258        1610                   42.4
sequential                        86        1730                   45.5
tap                              105         131                   3.45
timing repair buffer               7        65.1                   1.71
==> registers in the layout, summed over array words and instances (netlist names) <==
name / cells
count2: 32
count3: 32
count4: 18
count1: 2
CP_20ms: 1
CP_rhythm: 1
==> cell usage in the layout, fill, tap and decap left out, types with 2 or more instances in the layout <==
| master | instances |
|---|---|
| inv_6 | 3 |
| o2111ai_1 | 2 |
| buf_4 | 2 |
| or3_1 | 3 |
| nor4_1 | 5 |
| conb_1 | 18 |
| clkbuf_8 | 11 |
| nand3_1 | 23 |
| xor2_1 | 28 |
| nor2_2 | 19 |
| nor2_1 | 38 |
| clkdlybuf4s50_1 | 5 |
| a31oi_1 | 3 |
| a211o_1 | 2 |
| nand2_1 | 31 |
| nor3_2 | 4 |
| inv_1 | 13 |
| xnor2_1 | 28 |
| nor3_1 | 5 |
| nand2b_1 | 2 |
| and3_1 | 10 |
| dfrtp_1 | 2 |
| dfxtp_1 | 84 |
| nand4_1 | 16 |
| a21oi_1 | 2 |
| ha_1 | 4 |
| or2_1 | 2 |
==> cell families after synthesis <==
| group | Yosys count | share of synthesized area [%] |
|---|---|---|
| adders and majority gates | 4 | 1.48 |
| buffers and inverters | 19 | 2.78 |
| DFF | 86 | 51.3 |
| AOI/OAI and AO/OA | 15 | 3.56 |
| and+or+nand+nor | 165 | 26.2 |
| other | 1 | 0.111 |
| xor gates and xnor gates | 56 | 14.5 |
==> how the worst max path moves through the flow <==
| stage | from | to | slack [ps] | cells after the start |
|---|---|---|---|---|
| 4_1_cts | count4[17]$_DFF_P_ | CP_381Hz | 2970 | 1 |
| 5_1_grt | count3[0]$_SDFF_PP0_ | count3[9]$_SDFF_PP0_ | 2810 | 8 |
| 6_report | count4[17]$_DFF_P_ | CP_381Hz | 3000 | 1 |
==> power breakdown <==
part	switching (mW)	internal (mW)
clock	0.237	0.253
sequential	0.00184	0.666
combinational	0.00247	0.00149
total	0.242	0.921
==> stage by stage <==
step | cell area, um^2 | total power, mW | std cells | setup slack, ps | util (%)
finish | 3800 | 1.16 | 485 | 3000 | 46.5
floorplan | 3440 | 0.685 | 363 | 3360 | -
global route | 3800 | 1.21 | 485 | 2810 | 46.5
global placement | 3590 | 0.687 | 469 | 3030 | 43.9
CTS | 3800 | 1.18 | 485 | 2970 | 46.5
detailed placement | 3590 | 0.687 | 469 | 2990 | 43.9
==> layer usage <==
layer / routed length, um / global-route usage, % / part of all wire [%]
met1: 2590 / 20.9 / 55
met2: 1930 / 18.6 / 41
met3: 129 / 1.81 / 2.7
met4: 87 / 3.08 / 1.8
met5: 0 / 0 / 0
No activity file was given, so power comes from the tool's default toggle rates.
