[./run.sh]
#!/bin/bash
# OpenROAD 26Q1-2900-gdf79404cd8, Yosys 0.63+post, stock flow scripts
make -C /OpenROAD-flow-scripts/flow DESIGN_CONFIG=/design/flow/config.mk WORK_HOME=/design/flow/orfs finish
[./constraint.sdc]
current_design Display_melody

set clk_period 7.4
set clk_io_pct 0.2

create_clock -name clk0 -period $clk_period [get_ports {CP_381Hz}]

set non_clock_inputs [all_inputs -no_clocks]
set_input_delay [expr $clk_period * $clk_io_pct] -clock clk0 $non_clock_inputs
set_output_delay [expr $clk_period * $clk_io_pct] -clock clk0 [all_outputs]
[./config.mk]
export PLATFORM = sky130hd
export DESIGN_NAME = Display_melody
export DESIGN_NICKNAME = Display_melody
export VERILOG_FILES = /design/flow/design.v
export SDC_FILE = /design/flow/constraint.sdc
export NUM_CORES = 4
export LEC_CHECK = 1
export CORE_AREA = 10 10 73 73
export DIE_AREA = 0 0 83 83
[./design.v]
module Display_melody (
    input[10:0] frequency,
    input[1:0] sw,
    input CP_381Hz,
    output reg[6:0] a_to_g,
    output reg[3:0] an
);
    reg s;  
    reg[3:0] digit;  
    reg[7:0] x;
    parameter low=2'b10, middle=2'b00, high=2'b01;
    parameter low_do=262, middle_do=523, high_do=1046,
              low_re=294, middle_re=587, high_re=1175,
              low_mi=330, middle_mi=659, high_mi=1318,
              low_fa=349, middle_fa=699, high_fa=1398,
              low_so=392, middle_so=784, high_so=1569,
              low_la=440, middle_la=880, high_la=1762,
              low_xi=494, middle_xi=988, high_xi=1977,
              silence=1;
    always @(*) begin
        case (frequency)
            low_do: x=8'b1010_0001;  
            middle_do: x=8'b1011_0001;  
            high_do: x=8'b1100_0001;  
            low_re: x=8'b1010_0010;  
            middle_re: x=8'b1011_0010;  
            high_re: x=8'b1100_0010;  
            low_mi: x=8'b1010_0011;  
            middle_mi: x=8'b1011_0011;  
            high_mi: x=8'b1100_0011;  
            low_fa: x=8'b1010_0100;  
            middle_fa: x=8'b1011_0100;  
            high_fa: x=8'b1100_0100;  
            low_so: x=8'b1010_0101;  
            middle_so: x=8'b1011_0101;  
            high_so: x=8'b1100_0101;  
            low_la: x=8'b1010_0110;  
            middle_la: x=8'b1011_0110;  
            high_la: x=8'b1100_0110;  
            low_xi: x=8'b1010_0111;  
            middle_xi: x=8'b1011_0111;  
            high_xi: x=8'b1100_0111;  
            default: case (sw) 
                low: x=8'b1010_0000;  
                middle: x=8'b1011_0000;  
                high: x=8'b1100_0000;  
                default: x=8'b1011_0000;
            endcase
        endcase
    end
    always@(posedge CP_381Hz) begin
        s<=s+1;
    end
    always@(s,x) 
        case(s)
        0: digit=x[3:0];
        1: digit=x[7:4];
        default digit=x[3:0];
        endcase
    always@(s) begin
        an=4'b1111;
        an[s]=0;
    end
    always@(digit)
        case(digit)
            0:a_to_g<=7'b000_0001;
            1:a_to_g<=7'b100_1111;
            2:a_to_g<=7'b001_0010;
            3:a_to_g<=7'b000_0110;
            4:a_to_g<=7'b100_1100;
            5:a_to_g<=7'b010_0100;
            6:a_to_g<=7'b010_0000;
            7:a_to_g<=7'b000_1111;
            'hA:a_to_g<=7'b111_0111;  
            'hB:a_to_g<=7'b111_1110;  
            'hC:a_to_g<=7'b011_1111;  
            default:a_to_g<=7'b000_0001;  
        endcase
endmodule
==> impl_metrics.json <==
{
  "top_cell_area_share_pct": 10.7,
  "synth.cell_area_um2": 1050,
  "cell_type_count": 56,
  "final_util_pct": 33.6,
  "rows": 22,
  "sequential_fraction_of_design_power_pct": 14.0,
  "layout_top_cell_excl_fill_tap": "sky130_fd_sc_hd__clkdlybuf4s50_1",
  "detail_route.wirelength_um": 2780,
  "yosys.stat.chipArea_um2": 1050,
  "internal-power_mw": 0.0222,
  "finalPower_mw": 0.0393,
  "min_to": "s",
  "final_skew_ns": 0,
  "status": "finished, final reports clean",
  "worst-endpoint-arrival_ns": 5.28,
  "dp_cells": 204,
  "post_layout_nonfiller_instances": 204,
  "cts_hold_buffers": 0,
  "timing.slew.headroom_pct": 67.3,
  "total_via_count_after_detailed_routing": 1078,
  "min_from": "s",
  "crit_type": "in -> out",
  "rsz0062_at_grt": "false",
  "numSynthFlops": 1,
  "ys_dominant_reg_cell": "sky130_fd_sc_hd__dfxtp_1",
  "area_growth_from_synthesis_to_layout_pct": 19.8,
  "yosys_warnings": 1,
  "worst-r2r-cell-count": 1,
  "fp_util_pct": 28.0,
  "drt.antenna.violating_nets": 0,
  "fin_tns_setup_ns": 0,
  "max-cap-violations": 0,
  "asyncSetResetFlopFracSynth_pct": 0,
  "final.setup.worst_slack_ns": 0.643,
  "setup.worst_path.end_class": "output port",
  "max_freq_mhz": 148,
  "min_period_over_period_pct": 91.3,
  "warning_count": 35,
  "rrSetupSlack_ns": 6.46,
  "finalMaxSlewViolations": 0,
  "most-common-layout-cells": "22 x sky130_fd_sc_hd__clkdlybuf4s50_1, 15 x sky130_fd_sc_hd__nor2_1, 14 x sky130_fd_sc_hd__nand2_1, 9 x sky130_fd_sc_hd__ha_1",
  "number_of_flip_flops_under_the_largest_register_name": 1,
  "setup_viol": 0,
  "drive_gt1_share_pct": 9.62,
  "grt_start_max_net_pins": 14,
  "drc": 0,
  "floorplan.io_pins": 25,
  "first_pass_grt_wire_length_um": 4990,
  "die-height_um": 83,
  "timing.hold.worst_path_depth": 1,
  "grt_pass1_vias": 1035,
  "met3RoutedLength_um": 92,
  "min_period_ns": 6.76,
  "p_clk_share_pct": 0,
  "grt_overflow": 0,
  "worst_hold_path_type": "reg -> reg",
  "place_congestion": 0.880,
  "peakVddDrop_uv": 18.2,
  "detailedPlacementHpwl_um": 2320,
  "top_area_cell": "sky130_fd_sc_hd__ha_1",
  "crit_path_launch_type": "primary input",
  "die_w_um": 83,
  "power.switching_fraction_pct": 43.3,
  "powerDensity_nw_per_um2": 31.3,
  "worstSkewPairLatency_ns": 0,
  "num_antenna_cells": 0,
  "synth-edff-count": 0,
  "p_leak_nw": 0.452,
  "post_synth_main_area_contributors": "sky130_fd_sc_hd__ha_1 11%, sky130_fd_sc_hd__nor2_1 5.4%, sky130_fd_sc_hd__nand2_1 5.0%",
  "gr-usage-all-layers_pct": 7.98,
  "initialDrtViolationCount": 64,
  "synth_stat.cells": 142,
  "share_comb_of_total_power_pct": 86.0,
  "worstMarginPinSlew_ns": 0.483,
  "power_switching_mw": 0.0170,
  "synth.yosys.seq_area_share_pct": 1.91,
  "post_cts.resized_instances": 0,
  "worstReg2RegEnd": "s",
  "timing.critical_path.fanout_max": 13,
  "grt_antenna_before_repair": 0,
  "timing.final.hold_violations": 0,
  "netlist_instances": 142,
  "routed-wl-met2_um": 1320,
  "routed.top_layer": "met4",
  "number_of_iterations_in_the_first_detailed_routing_pass": 4,
  "avgSynthCellArea_um2": 7.38,
  "dieArea_um2": 6890,
  "wl_met1_um": 1360,
  "post-place-ws_ns": 0.651,
  "largest-register": "s",
  "placement.io_buffers": 22,
  "clkTransAtPathRegs_ns": 0,
  "postCtsSetupRepairBufs": 0,
  "biggest_registers_after_layout": "s: 1 flops",
  "timing.rr.start": "s",
  "wl_per_cell_um": 13.6,
  "crit_required_ns": 5.92,
  "vias_per_cell": 5.28,
  "core-area_um2": 3740
}
[worst max path at each step]
stage	from	endpoint	slack [ns]
final	frequency[3]	a_to_g[2]	0.64
after global routing	frequency[3]	a_to_g[1]	0.31
after CTS	frequency[0]	a_to_g[4]	0.65
[synthesized netlist by cell type (all sizes together), types with 2 or more instances]
| cell type | number |
|---|---|
| nor2 | 15 |
| nand2 | 14 |
| buf | 9 |
| ha | 9 |
| o21ai | 9 |
| a21oi | 7 |
| nand3 | 5 |
| and2 | 4 |
| inv | 4 |
| mux2i | 4 |
| nand4b | 4 |
| nor2b | 4 |
| or2 | 4 |
| mux2 | 3 |
| nor3 | 3 |
| nor3b | 3 |
| o21a | 3 |
| or4b | 3 |
| a32oi | 2 |
| and3b | 2 |
| nand4 | 2 |
| nand4bb | 2 |
| nor4 | 2 |
| nor4b | 2 |
| o22ai | 2 |
[power groups by stage]
stage         combinational (mW)  sequential, mW  clock [mW]
finish                    0.0338         0.00550           0
global route              0.0380         0.00550           0
CTS                       0.0336         0.00550           0
[per-layer routing]
metal / up-vias / global-route usage, %
li1: 553 / -
met1: 488 / 11.4
met2: 35 / 13.2
met3: 2 / 0.394
met4: 0 / 0.615
met5: - / 0
[cell families after synthesis]
group	Yosys count	synth area share (%)
compound gates	35	24.2
simple gates	74	45.5
fa+ha+maj	9	10.7
mux	7	7.04
flops	1	1.91
xor+xnor	1	0.835
buf+inv	14	9.43
other cells	1	0.358
[metrics by stage]
| step | hold slack [ns] | area, um2 |
|---|---|---|
| floorplan | 0.620 | 1050 |
| global placement | 0.737 | 1260 |
| detailed placement | 0.749 | 1260 |
| CTS | 0.747 | 1260 |
| global route | 0.809 | 1260 |
| finish | 0.743 | 1260 |
[cell type report]
cell class / count / area [um2]
timing repair buffer: 23 / 228
inverter: 4 / 15.0
multi-input combinational: 128 / 933
sequential: 1 / 20.0
fill: 415 / 2490
tap: 48 / 60.1
[critical path, cell delays in order]
cell and delay (ns):
sky130_fd_sc_hd__clkdlybuf4s50_1 0.60, sky130_fd_sc_hd__and3b_1 0.30, sky130_fd_sc_hd__nor3b_1 0.16, sky130_fd_sc_hd__a31o_1 0.20
sky130_fd_sc_hd__nor3_2 0.24, sky130_fd_sc_hd__and4b_4 0.39, sky130_fd_sc_hd__nand2_1 0.08, sky130_fd_sc_hd__mux2_1 0.34
sky130_fd_sc_hd__mux2i_1 0.31, sky130_fd_sc_hd__ha_1 0.27, sky130_fd_sc_hd__inv_1 0.07, sky130_fd_sc_hd__o221a_1 0.27
sky130_fd_sc_hd__nor2_1 0.10, sky130_fd_sc_hd__clkdlybuf4s50_1 0.47
