### run.sh
#!/bin/bash
# OpenROAD 26Q1-2900-gdf79404cd8, Yosys 0.63+post, stock flow scripts
make -C /OpenROAD-flow-scripts/flow DESIGN_CONFIG=/design/flow/config.mk WORK_HOME=/design/flow/orfs finish
### constraint.sdc
current_design Bar

set clk_period 6.3
set clk_io_pct 0.2

create_clock -name clk0 -period $clk_period [get_ports {CP_rhythm}]

set non_clock_inputs [all_inputs -no_clocks]
set_input_delay [expr $clk_period * $clk_io_pct] -clock clk0 $non_clock_inputs
set_output_delay [expr $clk_period * $clk_io_pct] -clock clk0 [all_outputs]
### design.v
module Bar (
    input CP_rhythm,  
    input[1:0] sw,
    input[9:0] hc,
    input[9:0] vc,
    output reg[3:0] red,green,blue
);  
    reg[10:0] rhythm;  
    reg[31:0] count;  
    parameter N=9999_9999;
    reg[9:0] bar_bottom[28:0],bar_right[28:0];
    wire[9:0] bar_left[28:0],bar_top[28:0];
    parameter move_length=25; 
    parameter vbp=10'b00000_11111, vfp=10'b01111_11111;
    integer i;
    reg[28:0] in_bar; 
    parameter low_do=149, middle_do=362, high_do=575,
              low_re=180, middle_re=395, high_re=606,
              low_mi=210, middle_mi=423, high_mi=637,
              low_fa=241, middle_fa=454, high_fa=667,
              low_so=271, middle_so=484, high_so=697,
              low_la=301, middle_la=515, high_la=728,
              low_xi=332, middle_xi=545, high_xi=758;
    assign bar_left[0]=middle_so;
    assign bar_left[1]=high_mi;
    assign bar_left[2]=high_mi;
    assign bar_left[3]=high_fa;
    assign bar_left[4]=high_mi;
    assign bar_left[5]=high_re;
    assign bar_left[6]=high_do;
    assign bar_left[7]=high_do;
    assign bar_left[8]=high_do;
    assign bar_left[9]=high_fa;
    assign bar_left[10]=high_mi;
    assign bar_left[11]=high_re;
    assign bar_left[12]=high_do;
    assign bar_left[13]=high_re;
    assign bar_left[14]=middle_so;
    assign bar_left[15]=high_do;
    assign bar_left[16]=middle_so;
    assign bar_left[17]=high_do;
    assign bar_left[18]=middle_xi;
    assign bar_left[19]=middle_la;
    assign bar_left[20]=middle_xi;
    assign bar_left[21]=high_do;
    assign bar_left[22]=high_re;
    assign bar_left[23]=high_re;
    assign bar_left[24]=high_re;
    assign bar_left[25]=middle_xi;
    assign bar_left[26]=high_do;
    assign bar_left[27]=middle_la;
    assign bar_left[28]=middle_so;
    always @(*) begin
        for(i=0;i<=28;i=i+1)
            bar_right[i]=bar_left[i]+20;
    end
    assign bar_top[0]=bar_bottom[0]-move_length*2;
    assign bar_top[1]=bar_bottom[1]-move_length*3;
    assign bar_top[2]=bar_bottom[2]-move_length;
    assign bar_top[3]=bar_bottom[3]-move_length*2;
    assign bar_top[4]=bar_bottom[4]-move_length*2;
    assign bar_top[5]=bar_bottom[5]-move_length*4;
    assign bar_top[6]=bar_bottom[6]-move_length*2;
    assign bar_top[7]=bar_bottom[7]-move_length;
    assign bar_top[8]=bar_bottom[8]-move_length;
    assign bar_top[9]=bar_bottom[9]-move_length*2;
    assign bar_top[10]=bar_bottom[10]-move_length*2;
    assign bar_top[11]=bar_bottom[11]-move_length*2;
    assign bar_top[12]=bar_bottom[12]-move_length*2;
    assign bar_top[13]=bar_bottom[13]-move_length*6;
    assign bar_top[14]=bar_bottom[14]-move_length*2;
    assign bar_top[15]=bar_bottom[15]-move_length*2;
    assign bar_top[16]=bar_bottom[16]-move_length*2;
    assign bar_top[17]=bar_bottom[17]-move_length*2;
    assign bar_top[18]=bar_bottom[18]-move_length*2;
    assign bar_top[19]=bar_bottom[19]-move_length*3;
    assign bar_top[20]=bar_bottom[20]-move_length;
    assign bar_top[21]=bar_bottom[21]-move_length*2;
    assign bar_top[22]=bar_bottom[22]-move_length;
    assign bar_top[23]=bar_bottom[23]-move_length;
    assign bar_top[24]=bar_bottom[24]-move_length*3;
    assign bar_top[25]=bar_bottom[25]-move_length;
    assign bar_top[26]=bar_bottom[26]-move_length*2;
    assign bar_top[27]=bar_bottom[27]-move_length*2;
    assign bar_top[28]=bar_bottom[28]-move_length*6;
    always @(posedge CP_rhythm) begin
        case (sw)
            2'b11: begin
                rhythm<=rhythm+1;
                case (rhythm)
                    2: begin
                        bar_bottom[0]<=vbp;
                    end 
                    4: begin
                        bar_bottom[0]<=bar_bottom[0]+move_length;
                        bar_bottom[1]<=vbp;
                    end 
                    7: begin
                        for(i=0;i<=1;i=i+1)
                            if(bar_bottom[i])
                                bar_bottom[i]<=bar_bottom[i]+move_length;
                            else bar_bottom[i]<=0;
                        bar_bottom[2]<=vbp;
                    end 
                    8: begin
                        for(i=0;i<=2;i=i+1)
                            if(bar_bottom[i])
                                bar_bottom[i]<=bar_bottom[i]+move_length;
                            else bar_bottom[i]<=0;
                        bar_bottom[3]<=vbp;
                    end 
                    10: begin
                        for(i=0;i<=3;i=i+1)
                            if(bar_bottom[i])
                                bar_bottom[i]<=bar_bottom[i]+move_length;
                            else bar_bottom[i]<=0;
                        bar_bottom[4]<=vbp;
                    end 
                    12: begin
                        for(i=0;i<=4;i=i+1)
                            if(bar_bottom[i])
                                bar_bottom[i]<=bar_bottom[i]+move_length;
                            else bar_bottom[i]<=0;
                        bar_bottom[5]<=vbp;
                    end
                    16: begin
                        for(i=0;i<=5;i=i+1)
                            if(bar_bottom[i])
                                bar_bottom[i]<=bar_bottom[i]+move_length;
                            else bar_bottom[i]<=0;
                        bar_bottom[6]<=vbp;
                    end 
                    18: begin
                        for(i=0;i<=6;i=i+1)
                            if(bar_bottom[i])
                                bar_bottom[i]<=bar_bottom[i]+move_length;
                            else bar_bottom[i]<=0;
                        bar_bottom[7]<=vbp;
                    end 
                    19: begin
                        for(i=0;i<=7;i=i+1)
                            if(bar_bottom[i])
                                bar_bottom[i]<=bar_bottom[i]+move_length;
                            else bar_bottom[i]<=0;
                        bar_bottom[8]<=vbp;
                    end
                    20: begin
                        for(i=0;i<=8;i=i+1)
                            if(bar_bottom[i])
                                bar_bottom[i]<=bar_bottom[i]+move_length;
                            else bar_bottom[i]<=0;
                        bar_bottom[9]<=vbp;
                    end  
                    22: begin
                        for(i=0;i<=9;i=i+1)
                            if(bar_bottom[i])
                                bar_bottom[i]<=bar_bottom[i]+move_length;
                            else bar_bottom[i]<=0;
                        bar_bottom[10]<=vbp;
                    end 
                    24: begin
                        for(i=0;i<=10;i=i+1)
                            if(bar_bottom[i])
                                bar_bottom[i]<=bar_bottom[i]+move_length;
                            else bar_bottom[i]<=0;
                        bar_bottom[11]<=vbp;
                    end 
                    26: begin
                        for(i=0;i<=11;i=i+1)
                            if(bar_bottom[i])
                                bar_bottom[i]<=bar_bottom[i]+move_length;
                            else bar_bottom[i]<=0;
                        bar_bottom[12]<=vbp;
                    end 
                    28: begin
                        for(i=0;i<=12;i=i+1)
                            if(bar_bottom[i])
                                bar_bottom[i]<=bar_bottom[i]+move_length;
                            else bar_bottom[i]<=0;
                        bar_bottom[13]<=vbp;
                    end 
                    34: begin
                        for(i=0;i<=13;i=i+1)
                            if(bar_bottom[i])
                                bar_bottom[i]<=bar_bottom[i]+move_length;
                            else bar_bottom[i]<=0;
                        bar_bottom[14]<=vbp;
                    end 
                    36: begin
                        for(i=0;i<=14;i=i+1)
                            if(bar_bottom[i])
                                bar_bottom[i]<=bar_bottom[i]+move_length;
                            else bar_bottom[i]<=0;
                        bar_bottom[15]<=vbp;
                    end 
                    38: begin
                        for(i=0;i<=15;i=i+1)
                            if(bar_bottom[i])
                                bar_bottom[i]<=bar_bottom[i]+move_length;
                            else bar_bottom[i]<=0;
                        bar_bottom[16]<=vbp;
                    end 
                    40: begin
                        for(i=0;i<=16;i=i+1)
                            if(bar_bottom[i])
                                bar_bottom[i]<=bar_bottom[i]+move_length;
                            else bar_bottom[i]<=0;
                        bar_bottom[17]<=vbp;
                    end 
                    42: begin
                        for(i=0;i<=17;i=i+1)
                            if(bar_bottom[i])
                                bar_bottom[i]<=bar_bottom[i]+move_length;
                            else bar_bottom[i]<=0;
                        bar_bottom[18]<=vbp;
                    end 
                    44: begin
                        for(i=0;i<=18;i=i+1)
                            if(bar_bottom[i])
                                bar_bottom[i]<=bar_bottom[i]+move_length;
                            else bar_bottom[i]<=0;
                        bar_bottom[19]<=vbp;
                    end 
                    47: begin
                        for(i=0;i<=19;i=i+1)
                            if(bar_bottom[i])
                                bar_bottom[i]<=bar_bottom[i]+move_length;
                            else bar_bottom[i]<=0;
                        bar_bottom[20]<=vbp;
                    end 
                    48: begin
                        for(i=0;i<=20;i=i+1)
                            if(bar_bottom[i])
                                bar_bottom[i]<=bar_bottom[i]+move_length;
                            else bar_bottom[i]<=0;
                        bar_bottom[21]<=vbp;
                    end 
                    50: begin
                        for(i=0;i<=21;i=i+1)
                            if(bar_bottom[i])
                                bar_bottom[i]<=bar_bottom[i]+move_length;
                            else bar_bottom[i]<=0;
                        bar_bottom[22]<=vbp;
                    end 
                    51: begin
                        for(i=0;i<=22;i=i+1)
                            if(bar_bottom[i])
                                bar_bottom[i]<=bar_bottom[i]+move_length;
                            else bar_bottom[i]<=0;
                        bar_bottom[23]<=vbp;
                    end 
                    52: begin
                        for(i=0;i<=23;i=i+1)
                            if(bar_bottom[i])
                                bar_bottom[i]<=bar_bottom[i]+move_length;
                            else bar_bottom[i]<=0;
                        bar_bottom[24]<=vbp;
                    end 
                    55: begin
                        for(i=0;i<=24;i=i+1)
                            if(bar_bottom[i])
                                bar_bottom[i]<=bar_bottom[i]+move_length;
                            else bar_bottom[i]<=0;
                        bar_bottom[25]<=vbp;
                    end 
                    56: begin
                        for(i=0;i<=25;i=i+1)
                            if(bar_bottom[i])
                                bar_bottom[i]<=bar_bottom[i]+move_length;
                            else bar_bottom[i]<=0;
                        bar_bottom[26]<=vbp;
                    end 
                    58: begin
                        for(i=0;i<=26;i=i+1)
                            if(bar_bottom[i])
                                bar_bottom[i]<=bar_bottom[i]+move_length;
                            else bar_bottom[i]<=0;
                        bar_bottom[27]<=vbp;
                    end 
                    60: begin
                        for(i=0;i<=27;i=i+1)
                            if(bar_bottom[i])
                                bar_bottom[i]<=bar_bottom[i]+move_length;
                            else bar_bottom[i]<=0;
                        bar_bottom[28]<=vbp;
                    end 
                    default: begin 
                        for(i=0;i<=28;i=i+1)
                            if((bar_bottom[i]>0)&&(bar_bottom[i]<=vfp)) 
                                bar_bottom[i]<=bar_bottom[i]+move_length;
                            else bar_bottom[i]<=0;
                    end
                endcase
            end
            default: begin
                rhythm<=0;
                for(i=0;i<=28;i=i+1)
                    bar_bottom[i]<=0;
            end
        endcase
    end
    always @(*) begin
        for(i=0;i<=28;i=i+1)
            in_bar[i]=(hc<bar_right[i])&(hc>bar_left[i])&(vc>bar_top[i])&(vc<bar_bottom[i]);
    end
    always @(*) begin
        red=0; green=0; blue=0;
        if(in_bar) begin  
            red=4'b1001;
            green=4'b1111;
            blue=4'b1111;
        end
    end
endmodule
### config.mk
export PLATFORM = sky130hd
export DESIGN_NAME = Bar
export DESIGN_NICKNAME = Bar
export VERILOG_FILES = /design/flow/design.v
export SDC_FILE = /design/flow/constraint.sdc
export NUM_CORES = 4
export LEC_CHECK = 1
export CORE_UTILIZATION = 40
==> reports/results.ini <==
[outcome]
status = finished clean

[synthesis]
area_leaders = sky130_fd_sc_hd__ha_1 26%, sky130_fd_sc_hd__dfxtp_1 19%, sky130_fd_sc_hd__xnor2_1 9.0%
yosys_warnings = 3
synth.ff_latch_count = 301
number_of_library_cell_types_mapped_by_synthesis = 86
post_syn_area_per_cell_sq_um = 7.803
top_area_cell = sky130_fd_sc_hd__ha_1
yosysMostFrequentCell = sky130_fd_sc_hd__ha_1
synth_stat.cells = 4164
synthCells = 4164
number_of_synthesized_flops_with_an_enable_pin = 0
synth.cells.most_frequent = 665 x sky130_fd_sc_hd__ha_1, 356 x sky130_fd_sc_hd__nor2_1, 333 x sky130_fd_sc_hd__xnor2_1
async_reset_ff_share_pct = 0
dominantRegCellSynth = sky130_fd_sc_hd__dfxtp_1
mappedNetlistArea_sq_um = 32490
synthDominantCellAreaShare_pct = 25.61
yosysChipArea_sq_um = 32490
synth-seq-area-share_pct = 18.55

[detailed_routing]
drt_iter0_drc = 1894
final_antenna_net_count = 0
dr_wl_cell_microns = 18.76
wirelength_mm = 98.82
routed_via_density = 5.652
drcViolationCount = 0
initial_drt_pass_iterations = 5
via_count = 29770
antenna-diode-count = 0

[sta]
drv_slew = 0
max_freq_mhz = 166.0
setup_violations = 0
hold_violations = 0
fin_crit_sh_pct = 95.61
worst_slew_margin_rel_pct = 33.38
final.setup_skew_ps = 30.44
worstMarginPinSlew_ps = 988.8
grt_setup_unrepaired = false
setup_tns_ps = 0
finalWorstPathRequiredPeriod_ps = 6024

[pwr]
clock_power_share_pct = 44.2
p_switching_mw = 1.739
power_density_nw_per_um2 = 157.4
leakage_nw = 14.43
power.share.sequential_pct = 35.5
power.combinational.fraction_pct = 20.3
internal_power_mw = 3.863
swShare_pct = 31.05
irDropWorstVdd_uv = 142.8

[critical_path]
max_stage_delay_ps = 530
timing.critical_path.cells = clkdlybuf4s50_1 -> inv_6 -> buf_12 -> ha_1 -> o21bai_1 -> a21oi_1 -> o21ai_0 -> a221oi_1 -> a2111oi_0 -> buf_4 -> or4_1 -> nor4_2 -> nand3_1 -> buf_4 -> clkdlybuf4s50_1
worst_ep_arrival_time_ps = 4760
cpMaxStageDelayCell = sky130_fd_sc_hd__or4_1
critical_path_class = in -> out
worstSetupStartpointType = primary input
critical_path.n_buffers_inverters = 6
required_ps = 5040
critical-path-top-delay-family = buffers and inverters
critical_path.max_fanout = 15
endpoint_kind = output port

[global_routing]
global_route.usage.met3_pct = 3.420
overall_fraction_of_global_route_tracks_in_use_pct = 24.04
top_usage_layer = met2
first_global_vias = 27490
grtUsageMet1_pct = 35.34
grt.met2_usage_pct = 38.02
first_pass_grt_wire_length_mm = 154.4
grt_start_max_net_pins = 49
grt_antenna_before_repair = 0
grt.overflow.total = 0

[placement]
numPortBuffers = 32
dp_hpwl_mm = 73.86
globalplace.congestion = 0.9521

[clock_tree]
clk_pin_slew_worst_paths_ps = 60
cts_tree = done
cts-buffers-inserted = 41
cts-htree-levels = 2
clock-root-buffer = sky130_fd_sc_hd__clkbuf_16
cts.hold.buffers_added = 0
number_of_buffers_on_the_longest_clock_path = 3
cts_sinks = 301
post-cts-setup-buffer-count = 0
worstSkewPairLatency_ps = 590

[cells_and_area]
layout.core_utilization_pct = 44.26
final_layout_size_suffix_gt1_share_pct = 4.705
layout-area-overhead-vs-synth_pct = 9.558

[floorplanning]
io_pins = 35
placement_rows = 104
fp-utilization_pct = 40.40
placeableCoreArea_sq_um = 80420
die_height_microns = 287
dieArea_sq_um = 82370
die-width_microns = 287

[flow_run]
tool_warnings = 110
cap_violations = 0

[hold_path]
holdCritPathClass = reg -> reg

[layer usage]
layer  vias up  wire [microns]
met5         -               0
met4         0            2004
met3       111            5069
met2       645           43950
met1     13900           47790
li1      15120               -
[worst paths after layout]
path	startpoint	end	slack [ps]	depth (start not counted)
hold reg to reg	rhythm[0]$_SDFF_PP0_	rhythm[0]$_SDFF_PP0_	470	1
setup / recovery	vc[0]	green[1]	280	15
hold / removal	rhythm[0]$_SDFF_PP0_	rhythm[0]$_SDFF_PP0_	470	1
setup reg to reg	rhythm[0]$_SDFF_PP0_	bar_bottom[27][8]$_SDFFE_PP0N_	2000	12
[cells by family after synthesis]
kind of cell               count (synthesis)  synth area share, %
xor gates and xnor gates                 345                9.300
DFF                                      301                18.55
other                                      1              0.01154
muxes                                      1              0.03466
and+or+nand+nor                         1321                20.06
buffers and inverters                    458                5.599
AOI/OAI and AO/OA                       1072                20.83
adders and majority gates                665                25.61
[cells in the final DEF, fill, tap and decap left out, drive strengths merged, types with 18 or more instances in the layout]
cell	netlist	final
ha	665	665
nor2	357	357
xnor2	333	333
a21oi	327	327
inv	323	323
nand2	306	306
dfxtp	301	301
o21ai	257	257
nand3	137	137
nor3	127	127
nand4	102	102
a211oi	97	97
a21o	86	86
buf	41	77
nor2b	64	64
clkbuf	89	54
nor4	53	53
a31oi	46	46
o21a	42	42
o211ai	37	37
and3	33	33
or3	31	31
clkdlybuf4s50	0	23
a221oi	21	21
nand2b	19	19
a2111oi	18	18
[area by class of cell]
cell class / instances / area (sq um)
inverter: 328 / 1236
fill: 7907 / 44820
clock inverter: 19 / 251.5
clock buffer: 53 / 1142
tap: 1060 / 1326
sequential: 301 / 6027
multi-input combinational: 3406 / 24700
timing repair buffer: 101 / 908.4
[stage by stage]
step           cell area [sq um]  std cells  power, mW  setup WS [ps]  hold slack, ps
3_3_place_gp               34130       5195      3.137          124.6           446.6
4_1_cts                    35530       5267      5.659          28.87           464.3
5_1_grt                    35600       5268      5.892          6.125           489.7
2_1_floorplan              32490       4165      2.783          896.7           429.7
3_5_place_dp               34130       5195      3.144          79.31           449.9
6_report                   35600       5268      5.602          276.3           466.6
[power groups by stage]
stage         sequential [mW]  combinational (mW)  clock [mW]
CTS                      1.99                1.12        2.55
finish                   1.99                1.14        2.48
global route             2.00                1.29        2.61
[what timing repair did]
action	in CTS	in global routing
resized	1	15
endpoints found under the setup margin	10	10
cloned	0	1
[flip-flops by register name, indices dropped and copies added, names as in the netlist]
signal,count
bar_bottom,290
rhythm,11
Power is estimated from default activity; no workload was simulated.
